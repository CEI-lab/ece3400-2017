## run.sh

```bash
#!/bin/bash
# OpenROAD 26Q1-2900-gdf79404cd8, Yosys 0.63+post, stock flow scripts
make -C /OpenROAD-flow-scripts/flow DESIGN_CONFIG=/design/flow/config.mk WORK_HOME=/design/flow/orfs finish
```

## config.mk

```make
export PLATFORM = sky130hd
export DESIGN_NAME = DE0_NANO
export DESIGN_NICKNAME = DE0_NANO
export VERILOG_FILES = /design/flow/design.v
export SDC_FILE = /design/flow/constraint.sdc
export NUM_CORES = 4
export LEC_CHECK = 1
export CORE_UTILIZATION = 40
```

## constraint.sdc

```tcl
current_design DE0_NANO

set clk_period 2.3
set clk_io_pct 0.2

create_clock -name clk0 -period $clk_period [get_ports {CLOCK_50}]

set non_clock_inputs [all_inputs -no_clocks]
set_input_delay [expr $clk_period * $clk_io_pct] -clock clk0 $non_clock_inputs
set_output_delay [expr $clk_period * $clk_io_pct] -clock clk0 [all_outputs]
```

## design.v

```verilog
module DE0_NANO(
	CLOCK_50,
	LED,
	KEY,
	SW,
	GPIO_0_D,
	GPIO_0_IN,
	GPIO_1_D,
	GPIO_1_IN,
);
	 localparam ONE_SEC = 25000000;  
	 input 		          		CLOCK_50;
	 output		     [7:0]		LED;
	 input 		     [1:0]		KEY;
	 input 		     [3:0]		SW;
	 inout 		    [33:0]		GPIO_0_D;
	 input 		     [1:0]		GPIO_0_IN;
	 inout 		    [33:0]		GPIO_1_D;
	 input 		     [1:0]		GPIO_1_IN;
    reg         CLOCK_25;
    wire        reset;  
    wire [9:0]  PIXEL_COORD_X;  
    wire [9:0]  PIXEL_COORD_Y;  
    wire [7:0]  PIXEL_COLOR;    
	 reg [24:0] led_counter;  
	 reg 			led_state;    
    VGA_DRIVER driver(
		  .RESET(reset),
        .CLOCK(CLOCK_25),
        .PIXEL_COLOR_IN(PIXEL_COLOR),
        .PIXEL_X(PIXEL_COORD_X),
        .PIXEL_Y(PIXEL_COORD_Y),
        .PIXEL_COLOR_OUT({GPIO_0_D[9],GPIO_0_D[11],GPIO_0_D[13],GPIO_0_D[15],GPIO_0_D[17],GPIO_0_D[19],GPIO_0_D[21],GPIO_0_D[23]}),
        .H_SYNC_NEG(GPIO_0_D[7]),
        .V_SYNC_NEG(GPIO_0_D[5])
    );
	 assign reset = ~KEY[0];  
	 assign PIXEL_COLOR = 8'b000_111_00;  
	 assign LED[0] = led_state;
    always @ (posedge CLOCK_50) begin
        CLOCK_25 <= ~CLOCK_25; 
    end  
	 always @ (posedge CLOCK_25) begin
		  if (reset) begin
				led_state   <= 1'b0;
				led_counter <= 25'b0;
		  end
		  if (led_counter == ONE_SEC) begin
				led_state   <= ~led_state;
				led_counter <= 25'b0;
		  end
		  else begin	
				led_state   <= led_state;
				led_counter <= led_counter + 25'b1;
		  end  
	 end
endmodule
module VGA_DRIVER (
	RESET,
	CLOCK,
	PIXEL_COLOR_IN,
	PIXEL_X,
	PIXEL_Y,
	PIXEL_COLOR_OUT,
	H_SYNC_NEG,
	V_SYNC_NEG
);
input CLOCK;  
input RESET;
input  [7:0] PIXEL_COLOR_IN;  
output [9:0] PIXEL_X;  
output [9:0] PIXEL_Y;  
output [7:0] PIXEL_COLOR_OUT;  
output       H_SYNC_NEG;  
output       V_SYNC_NEG;  
reg  [9:0] pixel_count;
reg  [9:0] line_count;
assign PIXEL_X    = pixel_count;
assign PIXEL_Y    = line_count;
assign PIXEL_COLOR_OUT = (pixel_count<(640)  )
									? (PIXEL_COLOR_IN) : (8'b00000000) ;  
assign H_SYNC_NEG = (pixel_count>=656 && pixel_count<752) ? (1'b0) : (1'b1);  
assign V_SYNC_NEG = (line_count>=490 && line_count<492) ? (1'b0) : (1'b1);  
always @(posedge CLOCK) begin
	if (RESET) begin
		pixel_count <= 10'b0;
		line_count <= 10'b0;
	end
	else if (pixel_count == (795-1)) begin
		pixel_count <= 0;
		if (line_count == (525-1)) begin
		line_count <= 0;
		end 
		else begin
		line_count <= line_count + 1;
		end
	end 
	else begin
		pixel_count <= pixel_count + 1;
		line_count <= line_count;
	end
end
endmodule
```

==> results.rst <==
Physical design figures
=======================

.. list-table::
   :header-rows: 1

   * - Metric
     - Value
   * - Outcome
     - complete, no violations
   * - Pin count of the biggest net entering global routing
     - between 40 and 50
   * - Total setup violations reported at the end of the flow
     - 0
   * - Reg2reg path depth
     - 2
   * - Global route total overflow
     - 0
   * - Cell leakage power
     - between 0.7 and 0.8 nW
   * - Number of stages on the worst setup path
     - 0
   * - Residual DRC count
     - 0
   * - Post-cts resize count
     - 0
   * - Layout area overhead
     - 1.37%
   * - Post-CTS Setup Inserts
     - 0
   * - Worst setup startpoint
     - GPIO_0_D[17]
   * - Kind of launch point of the worst setup path
     - input pin
   * - Count of unclocked register or latch pins
     - between 40 and 50
   * - DIE HEIGHT
     - just under 80 um
   * - Final worst path period need
     - just over 0.9 ns
   * - Post-synthesis share of cell area spent on full adders, half adders and majority gates
     - 3.84%
   * - Count of warning messages emitted by the tools
     - ~110
   * - Commonest register cell after synthesis
     - dfxtp_1
   * - Top achievable clock speed
     - ~1.1 GHz
   * - Number of cells in Yosys stat
     - 263
   * - Xor+xnor area frac
     - approximately a tenth
   * - Worst slew slack as a fraction of its limit
     - 52.4%
   * - Via count of the first global-routing pass
     - ~1,500
   * - Number of cells produced by synthesis
     - around 260
   * - Setup CP Type
     - input pin to primary output
   * - Drt first-iter violations
     - approximately 66
   * - Clock latency on the worst-skew pair
     - 0 ns
   * - Hold buffer count at cts
     - 0
   * - Yosys stat area
     - 2280 um2
   * - Power after layout
     - between 0.00002 and 0.00003 W
   * - Post-Syn Area
     - ~2300 um2
   * - Floorplan core area
     - 5510 um2
   * - Setup slack on the worst flop-to-flop path
     - 1.47 ns
   * - HPWL after DPL
     - ~2700 um
   * - Post-synthesis compound-gate area fraction
     - 8.28%
   * - Fraction of the core area occupied by cells at floorplan
     - between 40% and 50%
   * - Count of port buffers added during placement
     - 2
   * - Setup repair after global routing missed its margin
     - no
   * - Top logic cells by instance count in the layout
     - dfxtp_1 (46), nor2_1 (24), xnor2_1 (17), inv_1 (16), nand2_1 (16)
   * - R2r startpoint
     - CLOCK_25$_DFF_P_
   * - Largest vdd supply drop
     - about 0.000030 V
   * - Startpoint of the most critical hold path
     - CLOCK_25$_DFF_P_
   * - Crit path arrival time
     - between 0.4 and 0.5 ns
   * - Worst R2R End
     - CLOCK_25$_DFF_P_
   * - GP Congestion
     - 0.812
   * - Syn. warnings
     - 9
   * - Antenna violations before repair
     - 0
   * - Multiplexer fraction of the synthesized cell area
     - 0%
   * - Async S/R FF share, synth
     - 0%
   * - Synth logic family
     - simple AND/OR/NAND/NOR gates
   * - Number of max-capacitance violations reported
     - 0
   * - Critical path destination
     - GPIO_0_D[15]
   * - Top-level port count
     - 87
   * - Class of the tightest hold or removal check
     - flop to flop
   * - Wire length of the first global-routing pass
     - 6590 um
   * - PwrDens
     - 11.7 nW/um2
   * - Via count
     - around 1,700
   * - Simple logic cell fraction of the synthesized area
     - between 20 and 30%
   * - Die W
     - approximately 78 um
   * - Sequential share of the synthesized area
     - between 40% and 50%
   * - Critical Path RT
     - roughly 1.8 ns
   * - Overall global routing resource usage
     - a little over an eighth
   * - Standard-cell rows
     - 27
   * - Vias per cell
     - 5.00
   * - Ant. Diodes
     - 0
   * - Final wirelength
     - about 3600 um
   * - Clock-pin slew reported for the worst setup and hold paths after clock tree synthesis
     - 0 ns
   * - Final setup skew
     - 0 ns
   * - Post-Route Setup TNS
     - 0 ns
   * - Seq cells post-synth
     - around 47
   * - Crit share post-route
     - roughly two fifths
   * - Share of post-route cells with drive strength above 1
     - under 10%
   * - Mean instance size in the synthesized netlist
     - 8.67 um2
   * - Count of endpoints failing hold in the final timing report
     - 0
   * - Number of enable-type register cells in the synthesized netlist
     - 1
   * - Antenna viol nets, final
     - 0
   * - Routed wire per std cell
     - 10.8 um
   * - Worst Tran Pin Value
     - between 0.7 and 0.8 ns
   * - Pins Over Slew Limit
     - 0
   * - Endpoints left unconstrained
     - 109
   * - Die Size
     - 6010 um2
   * - Type of element capturing the critical path
     - primary output
   * - Critical-path maximum fanout
     - 2
   * - Cell Type Count
     - 37
   * - Top cell excl fill/tap
     - dfxtp_1
   * - Length of the first detailed-routing pass in iterations
     - 6
## synthesized netlist by cell type (all sizes together), types with 13 or more instances
| library cell | count | area share (%) |
|---|---|---|
| or3 | 15 | 4.3 |
| xnor2 | 17 | 6.5 |
| nand3 | 15 | 3.3 |
| buf | 16 | 5.4 |
| o21ai | 14 | 3.1 |
| nand4 | 13 | 3.6 |
| nand2 | 16 | 2.6 |
| inv | 16 | 2.6 |
| nor2 | 24 | 3.9 |
| a21oi | 13 | 2.9 |
| dfxtp | 46 | 40 |
## cell families after synthesis
family	Yosys count
AND-OR/OR-AND	34
flip-flops	47
adder cells (fa/ha/maj)	7
AND/OR/NAND/NOR	114
other	1
XOR/XNOR	25
buffers and inverters	35
## final cells by class
class                   count  area (um2)
repair buffers              4        35.0
well taps                  72        90.1
inverters                  16        60.1
flip-flops and latches     47         951
fillers                   549        3190
multi-input cells         192        1180
## how the worst min path moves through the flow
stage	slack, ns	to	cells after the start
final	0.64	CLOCK_25$_DFF_P_	2
after global routing	0.75	CLOCK_25$_DFF_P_	2
after CTS	0.66	CLOCK_25$_DFF_P_	2
## through the flow
stage               area, um2  utilization [%]  hold slack [ns]  worst slack, ns  instances
global route             2310             42.0            0.746             1.30        331
global placement         2310             42.0            0.658             1.38        331
detailed placement       2310             42.0            0.657             1.38        331
floorplan                2320                -            0.701             1.25        274
CTS                      2310             42.0            0.662             1.38        331
finish                   2310             42.0            0.640             1.38        331
## report_power, final
group / leakage (nW) / switching [W] / internal, W
Combinational: 0.414 / 0.00000648 / 0.00000280
Clock: 0 / 0 / 0
Sequential: 0.383 / 0 / 0.0000178
## routing by layer
metal	track usage [%]	vias up	part of all wire [%]
met2	21.9	7	46
met3	0	0	0.61
met1	20.8	761	53
met5	0	-	0
li1	-	886	-
met4	0	0	0
## sequential cells by signal, indices dropped and copies added, names as in the netlist
signal / count
led_counter: 25
driver.line_count: 10
driver.pixel_count: 10
CLOCK_25: 1
led_state: 1
Power and IR drop assume default switching activity.
